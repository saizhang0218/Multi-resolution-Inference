==> flow/config.mk <==
export PLATFORM = sky130hd
export DESIGN_NAME = weight_memory
export DESIGN_NICKNAME = weight_memory
export VERILOG_FILES = /design/flow/design.v
export SDC_FILE = /design/flow/constraint.sdc
export NUM_CORES = 4
export LEC_CHECK = 1
export CORE_UTILIZATION = 30
==> flow/constraint.sdc <==
current_design weight_memory

set clk_period 1.2
set clk_io_pct 0.2

create_clock -name clk0 -period $clk_period [get_ports {clk}]

set non_clock_inputs [all_inputs -no_clocks]
set_input_delay [expr $clk_period * $clk_io_pct] -clock clk0 $non_clock_inputs
set_output_delay [expr $clk_period * $clk_io_pct] -clock clk0 [all_outputs]
==> flow/design.v <==
module weight_memory #(
	parameter SRAM_DEPTH  = 256*256*4        ,
	parameter SRAM_ADDR_W = clog2(SRAM_DEPTH)
) (
	input                         clk        ,
	input                         reset_n    ,
	output reg                    sram_en    ,
	output reg  [SRAM_ADDR_W-1:0] sram_addr  ,
	input       [        4*8-1:0] sram_data  ,
	input                         start      ,
	input  wire [SRAM_ADDR_W-1:0] end_addr   ,
	input       [            4:0] wgt_budget ,  
	output wire [        4*8-1:0] data_output,
	output wire                   data_en
);
	function [31:0] clog2 (input [31:0] x);
		reg [31:0] x_tmp;
		begin
			x_tmp = x-1;
			for(clog2=0; x_tmp>0; clog2=clog2+1) begin
				x_tmp = x_tmp >> 1;
			end
		end
	endfunction
	reg [        4*8-1:0] data_output_reg;
	reg [SRAM_ADDR_W-1:0] counter        ;
	reg [            4:0] counter_budget ;
	assign data_output = data_output_reg;
	assign data_en     = (reset_n) && (counter <= end_addr);
	always @ (posedge clk) begin
		if (~reset_n) begin
			sram_addr       <= 'b0;
			sram_en         <= 'b0;
			data_output_reg <= 'b0;
			counter         <= 'b0;
			counter_budget  <= 'b0;
		end
		else if (start) begin
			counter_budget     <= ((counter_budget + 1) && (counter_budget < wgt_budget)) | ('b0 && (counter_budget >= wgt_budget));
			sram_en         <= 1;
			sram_addr       <= ((counter + counter_budget) && (counter_budget < wgt_budget)) | ((counter + 5'b11111) && (counter_budget >= wgt_budget));
			counter         <= (counter && (counter_budget < wgt_budget))|((counter + 5'b11111) && (counter_budget >= wgt_budget));
			data_output_reg <= sram_data;
		end
	end
endmodule      
==> flow/run.sh <==
#!/bin/bash
# OpenROAD 26Q1-2900-gdf79404cd8, Yosys 0.63+post, stock flow scripts
make -C /OpenROAD-flow-scripts/flow DESIGN_CONFIG=/design/flow/config.mk WORK_HOME=/design/flow/orfs finish
==> deck_impl_summary.md <==
Key Metrics from the Run

Outcome
  • Status: finished, violations left
  • Failing checks: setup timing

Routing
  • Router iterations before antenna repair: 2
  • Vias/cell: 4.12
  • DRC violation count after routing: 0
  • Routed vias: 1,286
  • Initial DRC count: 48
  • Diode count: 0
  • Routed Antenna Nets: 0
  • Routed len/inst: 11.3 um
  • Final WL: 3.53 mm

Die
  • Top-level port count: 110
  • Die height: 75.0 um
  • Num rows: 26
  • Die W: 75.0 um
  • Core box area: 5110 um2
  • Die area: 5620 um2
  • Fp util: 0.313

Layout
  • Final core occ: 0.528
  • Area Growth Syn to Fin: 69.0%
  • Final std cells w/o fill: 312
  • Max reg flops: 32
  • Fill cell count: 502
  • Design area: 2700 um2
  • Share of cells above drive strength 1: 0.236

Timing
  • Setup TNS: -0.548 ns
  • Post-route setup slack: -0.548 ns
  • Final setup viols: 1
  • Fmax: 572 MHz
  • Max Slew Vio Count: 0
  • Worst hold slack: 0.320 ns
  • Hold Vio Cnt, Final: 0
  • Clock skew: 0.000581 ns
  • Tmin final: 1.75 ns
  • Setup repair after global routing missed its margin: true
  • Post-route clock period utilization: 1.46

Pwr
  • Psw: 0.594 mW
  • Power Density: 1090 nW/um2
  • Power Total: 2.95 mW
  • Reg power frac: 0.445
  • Leakage: 1.23 nW
  • VDD IR-drop max: 640 uV
  • Clock power frac: 0.394
  • Sw Share: 0.202
  • Internal Pwr Total: 2.35 mW
  • Part of the power in combinational logic: 0.162

Global route
  • Largest net degree at the start of global routing: 37
  • Initial antenna violation count: 0
  • Global-route usage over all layers: 0.127
  • Congestion Overflow GR: 0
  • Number of global-route vias before repair: 1,200
  • First-pass GRT wire length: 5.36 mm

Setup path
  • Startpoint Class: flop
  • Critical path capture point type: output port
  • Setup CP Type: reg2out
  • Crit path DAT: 1.51 ns
  • Slowest Stage Delay on Critical Path: 0.32 ns
  • CP Cell Sequence: inv_2 > ha_4 > nor4_2 > nand4_1 > o41a_1 > buf_2
  • Worst Path Required: 0.96 ns
  • Crit-path max FO: 2
  • Slowest-stage cell, CP: dfxtp_2

Placement
  • Post-DP HPWL: 2.55 mm
  • Dpl cells: 304
  • PortBufs: 92
  • GP Congestion: 0.758
  • Post-DP Area: 2560 um2
  • Place WS: -0.944 ns

CTS
  • CTS max path bufs: 2
  • Clock slew at reported path FFs: 0.07 ns
  • Clk latency late pin: 0.28 ns
  • CTS tree: yes
  • Clock Tree Root: clkbuf_8
  • CTS buffer count: 5
  • Sink Count: 36
  • CTS Hold Buffers Added: 0
  • H-tree depth reported by CTS: 2

Logic synthesis
  • Avg Inst Size Synth: 11.0 um2
  • Synthesized instance count: 145
  • Yosys warning count: 1
  • Main area contributors: dfxtp_1, mux2i_1, nor2b_1
  • Synth flops: 36
  • Yosys cell count: 145
  • Mapped Area: 1600 um2
  • Yosys cell types: 21
  • Top cell type's share of synthesized area: 0.451
  • Seq/Total Area, Yosys: 0.451
  • Post-synth area from yosys stat: 1600 um2
  • Cell taking the most area after synthesis: dfxtp_1

Flow run
  • Max_cap viols: 0
  • OpenROAD warning count: 28

Hold path
  • HP Class: in2reg
[placed cells by master (no fill, tap or decap)]
master,n
buf_4,1
clkbuf_8,7
buf_2,2
o21ai_1,1
dfxtp_2,35
o211ai_1,1
o21ai_0,2
o21a_1,1
dlygate4sd2_1,35
inv_2,1
dfxtp_1,1
inv_1,2
nor4_4,1
o41a_1,1
ha_1,1
nand4_1,1
bufinv_16,1
nor2b_1,32
ha_4,1
nor4_2,4
a41oi_1,1
buf_6,1
a21boi_1,1
buf_12,3
a31oi_1,1
clkdlybuf4s50_1,55
mux2i_1,32
conb_1,17
[timing repair]
item,in CTS,in global routing
setup buffers,0,0
gates resized,75,1
cloned,0,0
endpoints found under the setup margin,35,3
pin swaps,3,3
[cells by family after synthesis]
| family | after synthesis | synth area share |
|---|---|---|
| compound gates | 9 | 0.0400 |
| simple gates | 38 | 0.174 |
| mux | 32 | 0.201 |
| buf+inv | 27 | 0.116 |
| fa+ha+maj | 2 | 0.0157 |
| flops | 36 | 0.451 |
| other cells | 1 | 0.00235 |
[final cells by class]
class | instances | area [um2] | share of cell area
clock inverters | 1 | 30.0 | 0.0111
well taps | 70 | 87.6 | 0.0325
inverters | 3 | 11.3 | 0.00417
flip-flops and latches | 36 | 764 | 0.283
multi-input cells | 98 | 763 | 0.283
clock buffers | 7 | 96.3 | 0.0357
repair buffers | 97 | 946 | 0.350
[synth_stat cells, drive strengths merged]
cell	instances
conb	1
o21a	1
o41a	1
nor4	5
o21ai	3
nor2b	32
clkbuf	3
nand4	1
inv	3
ha	2
a41oi	1
a21boi	1
buf	21
o211ai	1
mux2i	32
a31oi	1
dfxtp	36
[critical path: cells and delay by family (launching register included)]
| kind | cells | cell delay, ns |
|---|---|---|
| flip-flops | 1 | 0.32 |
| AND-OR/OR-AND | 1 | 0.31 |
| AND/OR/NAND/NOR | 2 | 0.23 |
| adder cells (fa/ha/maj) | 1 | 0.19 |
| buffers and inverters | 2 | 0.18 |
[layer usage]
layer,share of wire,GRT usage,vias up
met4,0.0096,0.0210,0
met1,0.42,0.161,578
met5,0,0,-
met2,0.48,0.214,54
li1,-,-,648
met3,0.093,0.0434,6
[worst paths after layout]
path	startpoint	slack, ns	end	cells after the start
setup / recovery	counter[0]	-0.55	data_en	6
hold / removal	start	0.32	counter_budget[0]	2
setup reg to reg	counter_budget[0]	0.14	sram_addr[0]	4
hold reg to reg	sram_en	0.45	sram_en	1
[power by group through the flow]
| stage | sequential (mW) | combinational (mW) | clock (mW) |
|---|---|---|---|
| after CTS | 1.31 | 0.486 | 1.21 |
| after global routing | 1.32 | 0.527 | 1.24 |
| final | 1.31 | 0.477 | 1.16 |
No activity file was given, so power comes from the tool's default toggle rates.
