==> flow/run.sh <==
#!/bin/bash
# OpenROAD 26Q1-2900-gdf79404cd8, Yosys 0.63+post, stock flow scripts
make -C /OpenROAD-flow-scripts/flow DESIGN_CONFIG=/design/flow/config.mk WORK_HOME=/design/flow/orfs finish
==> flow/config.mk <==
export PLATFORM = sky130hd
export DESIGN_NAME = reg_define
export DESIGN_NICKNAME = reg_define
export VERILOG_FILES = /design/flow/design.v
export SDC_FILE = /design/flow/constraint.sdc
export NUM_CORES = 4
export LEC_CHECK = 1
export CORE_UTILIZATION = 40
==> flow/constraint.sdc <==
current_design reg_define

set clk_period 12.4
set clk_io_pct 0.2

create_clock -name clk0 -period $clk_period [get_ports {clk}]

set non_clock_inputs [all_inputs -no_clocks]
set_input_delay [expr $clk_period * $clk_io_pct] -clock clk0 $non_clock_inputs
set_output_delay [expr $clk_period * $clk_io_pct] -clock clk0 [all_outputs]
==> flow/design.v <==
`timescale 1ns / 1ps
module reg_define (
  output reg [ 1:0] turn_on_signal,  
  output reg [5:0] budget,  
  output reg [31:0] systolic_width_size,  
  output reg [31:0] systolic_height_size,  
  output reg [31:0] input_xin_width_size,  
  output reg [31:0] input_xin_height_size,  
  input      [31:0] write_data    ,
  input      [15:0] addr          ,
  output     [31:0] read_data     ,
  input             write         ,
  input             read          ,
  input             clk           ,
  input             reset_n
);
  wire [15:0] addr_1      ;
  wire [31:0] write_data_1;
  reg  [31:0] read_data_1 ;
  wire        read_1, write_1;
  assign addr_1       = addr;
  assign write_data_1 = write_data;
  assign write_1      = write;
  assign read_1       = read;
  assign read_data    = read_data_1;
  always @(posedge clk or negedge reset_n) begin
    if (!reset_n) begin
      turn_on_signal <= 2'b0;  
      budget <= 5'b0;  
      systolic_width_size <= 32'h00000000;  
      systolic_height_size <= 32'h00000000;  
      input_xin_width_size <= 32'h00000000;  
      input_xin_height_size <= 32'h00000000;  
    end
    else begin
      if (write_1) begin
        case(addr_1[15:0])
          16'h0000 : begin   
            turn_on_signal[1:0] <= write_data_1[1:0];
          end
          16'h0004 : begin   
            budget[5:0] <= write_data_1[5:0];
          end
          16'h0008: begin   
              systolic_width_size[31:0] <= write_data_1[31:0];
          end
          16'h000c: begin   
              systolic_height_size[31:0] <= write_data_1[31:0];
          end
          16'h0010: begin   
              input_xin_width_size[31:0] <= write_data_1[31:0];
          end
          16'h0014: begin   
              input_xin_height_size[31:0] <= write_data_1[31:0];
          end
        endcase
      end
    end
  end
  always @* begin
    case(addr_1[15:0])
      16'h0000 : begin  
        read_data_1 = {{(30){1'b0}},turn_on_signal[1:0]};
      end
      16'h0004 : begin  
        read_data_1 = {budget[5:0]};
      end
      16'h0008: begin  
        read_data_1 = {systolic_width_size[31:0]};
      end
      16'h00c: begin  
        read_data_1 = {systolic_height_size[31:0]};
      end
      16'h0010: begin  
        read_data_1 = {input_xin_width_size[31:0]};
      end
      16'h0014: begin  
        read_data_1 = {input_xin_height_size[31:0]};
      end
      default : read_data_1 = {16'hdead,addr_1[15:0]};
    endcase
  end
endmodule
==> results.cfg <==
; flow metrics
[timing]
finalSetupTns_ns = 0
hold_viol = 0
max_freq_ghz = 0.119
relSlewSlack_pct = 47.1
rsz0062_at_grt = no
finalSetupViolCount = 0
holdWs_ns = 0.518
skew_ns = 0
final_max_slew_viol_count = 0
worst_pin_slew_ns = 0.787
post-route-min-period_ns = 8.37
timing.final.crit_share_pct = 67.5

[cts]
cts_buffers = 17
clk_pin_slew_ns = 0.06
clk_path_buf_depth = 2
cts_tree = built
cts.sinks = 136
root_buffer = clkbuf_16
cts_repair_resize_count = 0
clk_latency_ns = 0.41
post_cts_buffers = 0
htree_num_levels = 4
cts.hold.buffers_added = 0

[finish]
drive_above_1_share_pct = 26.9
fin_area_um2 = 9470
syn_to_final_growth_pct = 47.0
fin_cells = 927
fillerInstances = 1227

[global_routing]
antenna_found_initial = 0
grt_remaining_overflow = 0
grt_max_degree = 58
grt_pass1_vias = 5165
grt_first_pass_wirelength_um = 31000
grt.total_usage_pct = 26.0

[synth]
top_cells_by_area = dfrtp_1 53%, mux2_2 18%, mux2_4 7.0%
ys_sh_xor_pct = 0
synthesis.instances = 483
synth_top_cell_by_count = dfrtp_1
ys_seq_share_pct = 52.8
aoi_share_pct = 7.77
synth-async-reset-ratio_pct = 100
ys_sh_mux_pct = 27.0
syn_area_per_cell_um2 = 13.3
ys_sh_adder_pct = 0
synth_flops = 136
top_logic_kind = multiplexers
ys_cells = 483
synth_chip_area_um2 = 6440
flop_cell = dfrtp_1
simple_gate_area_share_pct = 9.26
yosysUniqueCellTypes = 43
syn_area_um2 = 6440
yosys_warnings = 1
yosysTopAreaCell = dfrtp_1
yosys.area.top_type_share_pct = 52.8
common_cells = 136 x dfrtp_1, 101 x mux2_2, 54 x nand3_1, 30 x mux2_4, 17 x clkbuf_1
edf_count = 0

[detailed_routing]
vias = 5126
wl_um = 20100
drt_iter0_drc = 197
drc = 0
wl_per_cell_um = 21.7
drtPass1Iterations = 4
via_per_inst = 5.53
diodes = 0
antenna_left = 0

[placement]
placed_area_um2 = 8840
globalplace.congestion = 0.858
dp.cells = 895
port_buffers = 218
dpl.hpwl_um = 13400

[run]
max-cap-violations = 0
warnings = 26

[die]
fp-row-count = 46
pin_count = 220
core_area_um2 = 15800
die_area_um2 = 16600
die_h_um = 129
fp_util_pct = 40.7
fp.dieW_um = 129

[critical_path]
required_ns = 9.92
crit_type = input pin to output port
rr_startpoint = systolic_height_size[9]
path_max_fanout = 43
crit_path_start_kind = input pin
setup.worst_path.end_class = output port
crit_start = addr[7]
worstPathArrival_ns = 5.89

[min_path]
hold_start = input_xin_width_size[2]
min_path_type = register to register

[power]
p_per_area_nw_per_um2 = 110
p_total_mw = 1.04
p_leak_nw = 4.27
ir_worst_vdd_uv = 95.8

[status]
status = completed
==> cells in the final DEF, fill, tap and decap left out, types with 3 or more instances in the layout <==
cell type / count
a31oi_1: 4
or4_1: 3
clkbuf_16: 17
bufinv_16: 4
nand3_1: 54
and2_1: 3
mux2_4: 30
a32oi_1: 15
mux2_2: 101
a21oi_1: 3
clkdlybuf4s50_1: 216
nor3_1: 3
clkinvlp_4: 5
a221o_1: 5
dfrtp_1: 136
a221oi_1: 9
buf_4: 16
inv_1: 3
mux2i_1: 5
a32o_1: 5
a211oi_1: 14
nor4_4: 3
nor4_1: 5
nor2_1: 9
mux2_1: 9
==> metrics by stage <==
| stage | util (%) | worst slack [ns] |
|---|---|---|
| floorplan | - | 5.76 |
| global placement | 55.8 | 4.06 |
| detailed placement | 55.8 | 4.03 |
| CTS | 59.9 | 4.00 |
| global route | 59.9 | 3.86 |
| finish | 59.9 | 4.03 |
==> final timing paths <==
kind / to / depth (start not counted) / slack [ns]
setup / recovery: read_data[14] / 7 / 4.03
hold / removal: input_xin_width_size[2] / 1 / 0.52
setup reg to reg: systolic_height_size[9] / 1 / 11.58
hold reg to reg: input_xin_width_size[2] / 1 / 0.52
max in group asynchronous: systolic_height_size[22] / 3 / 8.84
min in group asynchronous: input_xin_width_size[26] / 1 / 1.97
==> kinds of logic (layout without fill, tap and decap cells) <==
kind of cell / after synthesis / in the layout
AND/OR/NAND/NOR: 100 / 100
buffers and inverters: 41 / 269
multiplexers: 145 / 145
flip-flops: 136 / 136
AND-OR/OR-AND: 61 / 61
==> routing by layer <==
metal	vias to the layer above	wire, um	GRT usage [%]
li1	2294	-	-
met5	-	0	0
met4	0	295	3.18
met1	2598	8850	39.3
met3	19	1540	7.54
met2	215	9390	39.7
==> flip-flops by register name (all words and copies together) (netlist names) <==
| register | count |
|---|---|
| budget | 6 |
| input_xin_height_size | 32 |
| input_xin_width_size | 32 |
| systolic_height_size | 32 |
| systolic_width_size | 32 |
| turn_on_signal | 2 |
==> critical path, stage by stage <==
cell and delay, ns:
clkdlybuf4s50_1 0.50, or4_1 0.75, nor4_4 0.79, buf_4 0.56, a32oi_1 0.18, nand3_1 0.12, clkdlybuf4s50_1 0.50
==> final cells by class <==
cell class                 instances  area, um^2  area share, %
tap                              216         270           2.85
inverter                           3        11.3          0.119
sequential                       136        3400           35.9
clock inverter                    14         198           2.09
clock buffer                      18         439           4.64
multi-input combinational        306        2850           30.1
timing repair buffer             234        2300           24.3
==> where the power goes <==
part,switching (mW),internal (mW)
registers,0.000130,0.444
logic,0.0306,0.0241
clock network,0.196,0.343
Power and IR drop assume default switching activity.
