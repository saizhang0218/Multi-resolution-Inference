### /design/flow/design.v
module data_memory #(
	parameter SRAM_DEPTH  = 256*256*4        ,
	parameter SRAM_ADDR_W = clog2(SRAM_DEPTH)
) (
	input                         clk            ,
	input                         reset_n        ,
	output reg                    sram_en        ,
	output reg  [SRAM_ADDR_W-1:0] sram_addr      ,
	input       [        8*8-1:0] sram_data      ,  
	input                         start          ,
	input  wire [SRAM_ADDR_W-1:0] start_addr     ,
	input  wire [SRAM_ADDR_W-1:0] img_width_size ,
	input  wire [SRAM_ADDR_W-1:0] img_height_size,
	output wire [        8*8-1:0] data_output    ,
	output wire                   data_en
);
	function [31:0] clog2 (input [31:0] x);
		reg [31:0] x_tmp;
		begin
			x_tmp = x-1;
			for(clog2=0; x_tmp>0; clog2=clog2+1) begin
				x_tmp = x_tmp >> 1;
			end
		end
	endfunction
	reg [        8*8-1:0] data_output_reg;
	reg [SRAM_ADDR_W-1:0] counter        ;
	assign data_output = data_output_reg;
	assign data_en     = (reset_n) && (counter <= (start_addr + img_width_size * img_height_size));
	always @ (posedge clk) begin
		if (~reset_n) begin
			sram_addr       <= 'b0;
			sram_en         <= 'b0;
			data_output_reg <= 'b0;
			counter         <= start_addr;
		end
		else if (start) begin
			counter         <= counter + 1;
			sram_en         <= 1;
			sram_addr       <= counter;
			data_output_reg <= sram_data;
		end
	end
endmodule      
### /design/flow/run.sh
#!/bin/bash
# OpenROAD 26Q1-2900-gdf79404cd8, Yosys 0.63+post, stock flow scripts
make -C /OpenROAD-flow-scripts/flow DESIGN_CONFIG=/design/flow/config.mk WORK_HOME=/design/flow/orfs finish
### /design/flow/config.mk
export PLATFORM = sky130hd
export DESIGN_NAME = data_memory
export DESIGN_NICKNAME = data_memory
export VERILOG_FILES = /design/flow/design.v
export SDC_FILE = /design/flow/constraint.sdc
export NUM_CORES = 4
export LEC_CHECK = 1
export CORE_UTILIZATION = 50
### /design/flow/constraint.sdc
current_design data_memory

set clk_period 17.5
set clk_io_pct 0.2

create_clock -name clk0 -period $clk_period [get_ports {clk}]

set non_clock_inputs [all_inputs -no_clocks]
set_input_delay [expr $clk_period * $clk_io_pct] -clock clk0 $non_clock_inputs
set_output_delay [expr $clk_period * $clk_io_pct] -clock clk0 [all_outputs]
==> flow_summary.yaml <==
# physical design summary
hold_path:
  min_from: "sram_en"
  hold_end: "sram_en"
  hold_path.class: "reg -> reg"
  hold_path_depth: 1
synth:
  yosysWarnings: 1
  ys_seq_share_pct: 21.92
  ys_cells: 1065
  synth.avg_cell_area_um2: 9.434
  synth-seq-cells: 101
  post_synth_num_cell_types: 39
  syn_inst: 1065
  ys_chip_area_um2: 10050
  syn_area_um2: 10050
worst_setup_path:
  reg2reg_slack_ns: 15.43
  endpoint_kind: "primary output"
  cp-start-kind: "input port"
  path_max_fanout: 17
  reg2reg_from: "counter[3]"
  worstPathArrival_ns: 10.90
  r2r_cells: 7
  crit_required_ns: 14.00
  crit_type: "in -> out"
  rr_endpoint: "counter[15]"
finish:
  mostFrequentLayoutCell: "clkdlybuf4s50_1"
  drive_gt1_share_pct: 1.844
  postLayoutCoreUtil_pct: 64.12
  final_cell_mix: "clkdlybuf4s50_1, inv_1, fa_1"
  largest_reg_flops: 64
  synthToLayoutAreaGrowth_pct: 25.03
  finalInstanceArea_um2: 12560
  fill_cells: 1659
detailed_routing:
  first_pass_iters: 5
  antenna_cells: 0
  wirelength_mm: 22.46
  drcViolationCount: 0
  first_iter_violations: 241
  vias: 7277
  routedWlPerCell_um: 14.85
  final_antenna_net_count: 0
  viasPerCell: 4.813
timing:
  max_freq_mhz: 69.45
  setup_slack_ns: 3.100
  slew_viol_final: 0
  final-hold-violation-count: 0
  fin_worst_hold_slack_ns: 0.4569
  worst_pin_slew_ns: 0.7574
  setup_viol: 0
  fin_crit_ns: 14.40
  setup-tns-final_ns: 0
  slew-limit-headroom_pct: 49.35
  timing.final.crit_share_pct: 82.28
  rsz0062_at_grt: "false"
  clock-skew-final_ns: 0.01491
power:
  p_sw_share_pct: 46.37
  p_int_mw: 1.147
  power.net_switching_mw: 0.9916
  peakVddDrop_mv: 0.1732
  power_density_nw_per_um2: 170.2
  p_clk_share_pct: 9.1
  p_seq_share_pct: 12.5
  leakagePower_nw: 5.799
  combPwrFrac_pct: 78.4
global_route:
  grt-ovfl-total: 0
  antenna_found_initial: 0
  grt.total_usage_pct: 23.87
  grt_pass1_wl_mm: 36.11
  grt_pass1_vias: 7029
  grt_max_degree: 87
floorplanning:
  die_width_um: 143.8
  coreArea_um2: 19590
  dieArea_um2: 20670
  die_y_um: 143.8
  boundaryPins: 205
  rows: 51
  initial_core_util_pct: 51.29
placed_design:
  place_hpwl_mm: 17.82
  port_buffers: 204
  finalWeightedCongestion: 0.8687
  postPlaceCellArea_um2: 12280
  post-place-ws_ns: 3.052
clocking:
  cts_setup_buffers: 0
  cts-hold-fix-buffers: 0
  cts_buffers: 9
  cts_sinks: 101
  clk_pin_slew_ns: 0.08
  clock_latency_ns: 0.35
  cts_tree: "yes"
  clock_path_buffers: 2
  h-tree-depth: 3
  cts-resized-gates: 0
  cts-root-buf: "clkbuf_16"
run:
  warning_count: 26
  maxCapViolCount: 0
outcome:
  status: "finished clean"
[stage by stage]
stage	instances	power, mW
2_1_floorplan	1065	1.509
3_3_place_gp	1496	1.945
5_1_grt	1512	2.412
6_report	1512	2.138
3_5_place_dp	1496	1.959
4_1_cts	1512	2.171
[cell families (layout without fill, tap and decap cells)]
| group | count (synthesis) | count (layout) | synth area share [%] |
|---|---|---|---|
| buffers and inverters | 231 | 413 | 8.705 |
| AOI/OAI and AO/OA | 61 | 61 | 3.749 |
| xor gates and xnor gates | 63 | 63 | 5.492 |
| adders and majority gates | 204 | 204 | 34.60 |
| and+or+nand+nor | 321 | 321 | 17.15 |
| DFF | 101 | 101 | 21.92 |
| muxes | 84 | 84 | 8.394 |
[Yosys cell counts (all sizes together)]
cell type	count	area, um^2
a211o	1	8.760
a211oi	1	7.510
a21o	8	60.06
a21oi	31	158.9
a31o	1	8.760
a31oi	1	6.260
a41o	1	10.01
a41oi	1	8.760
and2	96	600.6
and3	5	31.28
buf	9	40.03
clkbuf	32	121.4
dfxtp	83	1662
edfxtp	18	540.5
fa	123	2462
ha	81	1013
inv	190	713.2
mux2	2	22.52
mux2i	82	820.8
nand2	84	315.3
nand2b	3	18.77
nand3	10	50.05
nand4	7	43.79
nor2	24	90.09
nor2b	85	531.8
nor3	3	15.01
o2111a	1	11.26
o211ai	3	22.52
o21a	3	22.52
o21ai	7	35.03
o21bai	1	7.510
o221ai	1	8.760
or3	3	18.77
or4	1	7.510
xnor2	38	332.8
xor2	25	219.0
[final cells by class]
cell class	count	area, um^2	share of cell area [%]
clock buffer	10	229.0	1.823
clock inverter	6	56.30	0.4482
inverter	190	713.2	5.677
multi-input combinational	733	6970	55.49
sequential	101	2202	17.53
tap	265	331.6	2.639
timing repair buffer	207	2059	16.39
[how the worst max path moves through the flow]
| stage | start | endpoint | slack [ns] | cells after the start |
|---|---|---|---|---|
| after CTS | img_height_size[0] | data_en | 3.06 | 27 |
| after global routing | img_height_size[0] | data_en | 2.69 | 27 |
| final | img_height_size[1] | data_en | 3.10 | 27 |
[worst max-delay path, cell delays in order]
cell	delay, ns
clkdlybuf4s50_1	0.68
and2_1	0.32
fa_1	0.48
fa_1	0.51
inv_1	0.05
fa_1	0.47
inv_1	0.05
fa_1	0.49
inv_1	0.05
fa_1	0.48
fa_1	0.49
inv_1	0.04
ha_1	0.36
a21o_1	0.19
a21o_1	0.18
or3_1	0.32
a41o_1	0.22
a31o_1	0.22
a21oi_2	0.15
xor2_1	0.08
ha_1	0.30
nand3_1	0.06
or4_1	0.41
nor3_1	0.15
a31oi_1	0.05
o21ai_0	0.09
clkdlybuf4s50_1	0.51
[power groups by stage]
| stage | combinational, mW | clock [mW] | sequential (mW) |
|---|---|---|---|
| global route | 1.93 | 0.209 | 0.270 |
| CTS | 1.70 | 0.201 | 0.268 |
| finish | 1.68 | 0.194 | 0.268 |
[metal layers]
metal	share of wire, %	vias to the layer above	GRT usage [%]
met5	0	-	0
met4	0.82	0	1.624
met3	7.5	9	5.090
met2	44	221	35.79
met1	48	3399	39.22
li1	-	3648	-
Power is estimated from default activity; no workload was simulated.
